==> design/flow/design.v <==
module ALU(
    input [31:0] A,
    input [31:0] B,
    input CIN,
    input [3:0] Op,  
    output reg [31:0] Out,
    output reg Z, N, C, V
);
    always @(*) begin
        Z = 0;
        N = 0;
        C = 0;
        V = 0;
        case (Op)
            4'b0000: {C, Out} = A + B;
            4'b0001: {C, Out} = A + B + CIN;
            4'b0010: {C, Out} = A - B;
            4'b0011: {C, Out} = A - B - CIN;
            4'b0100: {C, Out} = B - A;
            4'b0101: {C, Out} = B - A - CIN;
            4'b0110: Out = A & B;
            4'b0111: Out = A | B;
            4'b1000: Out = A ^ B;
            4'b1001: Out = ~A;
            4'b1010: Out = B;
            4'b1011: Out = ~B;
            4'b1100: Out = A & ~B;
            default: Out = 32'b0;  
        endcase
        Z = (Out == 32'b0) ? 1 : 0;  
        N = Out[31];  
        V = ((Op == 4'b0000 || Op == 4'b0001) && (~(A[31] ^ B[31]) & (A[31] ^ Out[31]))) ||
            ((Op == 4'b0010 || Op == 4'b0011) && (A[31] ^ B[31]) & (A[31] ^ Out[31])) ||
            ((Op == 4'b0100 || Op == 4'b0101) && (B[31] ^ A[31]) & (B[31] ^ Out[31]));  
        if (Op == 4'b0010 || Op == 4'b0011 || Op == 4'b0100 || Op == 4'b0101) begin
            C = (A < B) ? 1 : 0;  
        end
    end
endmodule
module ShifterSignExtender(
    input [31:0] Rm,
    input [11:0] I,
    input [1:0] AM,
    output reg [31:0] N
);
    integer positions;
    always @(*) begin
        case (AM)
            2'b00: begin
                positions = 2 * I[11:8];
                N = ({24'b0, I[7:0]} >> positions) | ({24'b0, I[7:0]} << (32 - positions));  
            end
            2'b01: begin
                N = Rm;  
            end
            2'b10: begin
                N = {20'b0, I};
            end
            2'b11: begin
                case (I[6:5])
                    2'b00: N = Rm << I[11:7];  
                    2'b01: N = Rm >> I[11:7];  
                    2'b10: N = $signed(Rm) >>> I[11:7];  
                    2'b11: N = (Rm >> I[11:7]) | (Rm << (32 - I[11:7]));
                endcase
            end
            default: N = 32'b0;
        endcase
    end
endmodule
module branch_calc(
    input wire [31:0] pc_plus_4,
    input wire [31:0] immediate,
    input wire [31:0] reg_data,      
    input wire [1:0] branch_type,    
    output reg [31:0] branch_target
);
    always @(*) begin
        case(branch_type)
            2'b00: branch_target = pc_plus_4 + (immediate << 2);   
            2'b01: branch_target = reg_data;                       
            default: branch_target = pc_plus_4;
        endcase
    end
endmodule
module condition_check(
    input wire [3:0] cond,         
    input wire [3:0] flags,        
    output reg condition_passed    
);
    always @(*) begin
        case(cond)
            4'b0000: condition_passed = flags[2];                     
            4'b0001: condition_passed = !flags[2];                    
            4'b0010: condition_passed = flags[1];                     
            4'b0011: condition_passed = !flags[1];                    
            4'b0100: condition_passed = flags[3];                     
            4'b0101: condition_passed = !flags[3];                    
            4'b0110: condition_passed = flags[0];                     
            4'b0111: condition_passed = !flags[0];                    
            4'b1000: condition_passed = flags[1] & !flags[2];         
            4'b1001: condition_passed = !flags[1] | flags[2];         
            4'b1010: condition_passed = flags[3] == flags[0];         
            4'b1011: condition_passed = flags[3] != flags[0];         
            4'b1100: condition_passed = !flags[2] & (flags[3] == flags[0]);  
            4'b1101: condition_passed = flags[2] | (flags[3] != flags[0]);   
            4'b1110: condition_passed = 1'b1;                         
            default: condition_passed = 1'b0;
        endcase
    end
endmodule
module program_state_register(
    input wire clk,
    input wire LE,              
    input wire [31:0] state_in,
    output reg [31:0] state_out
);
    always @(posedge clk) begin
        if (LE)
            state_out <= state_in;
    end
endmodule
module execute_stage(
    input wire clk,
    input wire reset,
    input wire PSR_LE,          
    input wire [3:0] alu_operation,   
    input wire [1:0] branch_type,
    input wire [3:0] condition,
    input wire [31:0] operand_a,
    input wire [31:0] operand_b,
    input wire [31:0] pc_plus_4,
    input wire [31:0] immediate,
    input wire [31:0] reg_data,
    input wire CIN,               
    input wire [31:0] forward_ex_mem,
    input wire [31:0] forward_mem_wb,
    input wire [1:0] forward_sel_a,
    input wire [1:0] forward_sel_b,
    input wire [31:0] Rm,         
    input wire [11:0] I,          
    input wire [1:0] AM,          
    input wire [1:0] result_sel,  
    input wire [31:0] bypass_data,  
    output wire [31:0] alu_result,
    output reg  [31:0] final_result,  
    output wire [31:0] branch_target,
    output wire [3:0] flags,      
    output wire branch_taken,
    output wire [31:0] psr_out    
);
    wire [31:0] alu_input_a, alu_input_b;
    wire condition_result;
    wire [31:0] shifter_out;
    wire [31:0] psr_in;
    id_forwarding_mux forward_mux_a(
        .reg_data(operand_a),
        .ex_forwarded_data(forward_ex_mem),
        .mem_forwarded_data(forward_mem_wb),
        .wb_forwarded_data(32'b0),
        .forward_select(forward_sel_a),
        .selected_data(alu_input_a)
    );
    id_forwarding_mux forward_mux_b(
        .reg_data(operand_b),
        .ex_forwarded_data(forward_ex_mem),
        .mem_forwarded_data(forward_mem_wb),
        .wb_forwarded_data(32'b0),
        .forward_select(forward_sel_b),
        .selected_data(alu_input_b)
    );
    ALU alu_unit(
        .A(alu_input_a),
        .B(alu_input_b),
        .CIN(CIN),
        .Op(alu_operation),      
        .Out(alu_result),
        .Z(flags[2]),
        .N(flags[3]),
        .C(flags[1]),
        .V(flags[0])
    );
    branch_calc branch_calc_unit(
        .pc_plus_4(pc_plus_4),
        .immediate(immediate),
        .reg_data(reg_data),
        .branch_type(branch_type),
        .branch_target(branch_target)
    );
    condition_check cond_check(
        .cond(condition),
        .flags(flags),
        .condition_passed(branch_taken)
    );
    ShifterSignExtender shifter(
        .Rm(Rm),
        .I(I),
        .AM(AM),
        .N(shifter_out)
    );
    program_state_register psr(
        .clk(clk),
        .LE(PSR_LE),
        .state_in(psr_in),
        .state_out(psr_out)
    );
    always @(*) begin
        case (result_sel)
            2'b00: final_result = alu_result;
            2'b01: final_result = shifter_out;
            2'b10: final_result = bypass_data;
            default: final_result = alu_result;
        endcase
    end
    assign psr_in = {24'b0, flags, 4'b0};  
endmodule
module id_forwarding_mux (
    input wire [31:0] reg_data,            
    input wire [31:0] ex_forwarded_data,   
    input wire [31:0] mem_forwarded_data,  
    input wire [31:0] wb_forwarded_data,   
    input wire [1:0] forward_select,       
    output reg [31:0] selected_data
);
    always @(*) begin
        case(forward_select)
            2'b00: selected_data = reg_data;            
            2'b01: selected_data = ex_forwarded_data;   
            2'b10: selected_data = mem_forwarded_data;  
            2'b11: selected_data = wb_forwarded_data;   
        endcase
    end
endmodule
==> design/flow/run.sh <==
#!/bin/bash
# OpenROAD 26Q1-2900-gdf79404cd8, Yosys 0.63+post, stock flow scripts
make -C /OpenROAD-flow-scripts/flow DESIGN_CONFIG=/design/flow/config.mk WORK_HOME=/design/flow/orfs finish
==> design/flow/config.mk <==
export PLATFORM = sky130hd
export DESIGN_NAME = execute_stage
export DESIGN_NICKNAME = execute_stage
export VERILOG_FILES = /design/flow/design.v
export SDC_FILE = /design/flow/constraint.sdc
export NUM_CORES = 4
export LEC_CHECK = 1
export CORE_UTILIZATION = 40
==> design/flow/constraint.sdc <==
current_design execute_stage

set clk_period 28.5
set clk_io_pct 0.2

create_clock -name clk0 -period $clk_period [get_ports {clk}]

set non_clock_inputs [all_inputs -no_clocks]
set_input_delay [expr $clk_period * $clk_io_pct] -clock clk0 $non_clock_inputs
set_output_delay [expr $clk_period * $clk_io_pct] -clock clk0 [all_outputs]
==> impl_metrics.yaml <==
# yosys + openroad results
yosys:
  yosys_cells: 3678
  syn_inst: 3678
  netlist_area_mm2: 0.0232
  netlist.area_leader.share_pct: 8.95
  syn-mean-instance-area_um2: 6.31
  yosysTopAreaCell: "ha_1"
  ys_warn_count: 7
  synth-async-reset-ratio_pct: 0
  synth.distinct_cells: 110
  ys_area_mm2: 0.0232
  yosys_most_used_dff: "edfxtp_1"
  edf_count: 4
  ys_top_cells_by_area: "ha_1, nand2_1, o21ai_0"
  ys.flops: 4
  ys_seq_share_pct: 0.517
grt:
  grt_usage_pct: 40.2
  gr-total-overflow: 0
  antenna_found_initial: 3
  grt_pass1_vias: 27400
  grt_max_degree: 60
  grt_pass1_wl_um: 180000
placement:
  place_congestion: 1.09
  placed_cell_area_mm2: 0.0279
  io_buffers: 423
  preCtsSetupSlack_ns: 8.05
  dp_hpwl_um: 96400
power:
  leakage_nw: 10.7
  worst_ir_drop_vdd_v: 0.0000366
  power_mw: 0.911
  power_density_mw_per_mm2: 32.6
timing:
  fin_ws_ns: 7.77
  finalCritPeriodShare_pct: 72.7
  drv_slew: 0
  max_freq_mhz: 48.2
  worstMarginPinSlew_ns: 1.03
  tns_ns: 0
  rsz0062_at_grt: "false"
  hold_viol: 0
  setup_violations: 0
  relSlewSlack_pct: 30.7
  min_period_ns: 20.73
floorplan:
  die_y_um: 243
  rows: 87
  die_x_um: 243
  fp.dieArea_mm2: 0.0590
  initial_core_util_pct: 40.9
  ios: 455
  core_area_mm2: 0.0568
worst_setup_path:
  crit_arrival_ns: 15.03
  critPathRequiredTime_ns: 22.80
  worst_setup_path_end_kind: "output port"
  start_kind: "primary input"
  crit_fanout: 33
  setup.worst_path.class: "primary input to output port"
cells_and_area:
  final_area_mm2: 0.0279
  regMostFlops: "psr.state_out"
  drive_gt1_share_pct: 6.05
  largestRegisters: "psr.state_out: 4 flops"
  largest_reg_flops: 4
  area_delta_synth_final_pct: 20.4
detailed_routing:
  drtIter0Drc: 3628
  drc_errors: 0
  wire_per_inst_um: 26.1
  firstDrtPassIters: 6
  num_vias: 30600
  wirelength_um: 122000
  via_per_inst: 6.55
  postRouteAntennaNets: 0
cts:
  clockBufferDepth: 2
  cts_hold_buf: 0
  postCtsSetupBuffers: 0
  ctsResizeCount: 0
  cts_tree: "done"
  clock_sinks: 4
  h-tree-depth: 1
  cts_root_buffer: "clkbuf_16"
  cts_buffers: 3
  path_clk_slew_ns: 0.03
run:
  warnings: 125
  max_cap_violations: 0
worst_hold_path:
  hp-class: "primary input to flop"
  holdPathStages: 1
run_status:
  status: "complete, no violations"
[metrics by stage]
| step | hold WS [ns] | cells | utilization, % |
|---|---|---|---|
| final | 6.17 | 4677 | 49.2 |
| after detailed placement | 6.39 | 4672 | 49.0 |
| after CTS | 6.16 | 4675 | 49.2 |
| after global placement | 6.38 | 4672 | 49.0 |
| after global routing | 6.20 | 4676 | 49.2 |
| after floorplan | 5.81 | 3705 | - |
[layout by cell type (no fill, tap or decap), drive strengths merged, types with 120 or more instances in the layout]
| cell type | Yosys | final |
|---|---|---|
| nor2 | 318 | 318 |
| inv | 148 | 147 |
| mux2i | 141 | 141 |
| a21oi | 296 | 296 |
| clkdlybuf4s50 | 0 | 413 |
| nor3 | 120 | 120 |
| ha | 166 | 166 |
| xnor2 | 132 | 132 |
| nand2 | 415 | 415 |
| o21ai | 339 | 339 |
[final timing paths]
kind / start / to / slack, ns
min: PSR_LE / psr.state_out[5] / 6.17
max: forward_sel_b[0] / branch_taken / 7.77
[power breakdown]
group / switching [mW] / total, mW / internal, mW
registers: 0.000118 / 0.00745 / 0.00734
logic: 0.548 / 0.882 / 0.334
clock network: 0.00372 / 0.0216 / 0.0179
[cell type report]
cell class                      count  area (um^2)
Antenna cell                        2         5.00
Clock buffer                        3         75.1
Fill cell                        5942        28900
Inverter                          152          571
Multi-Input combinational cell   3246        21400
Sequential cell                     4          120
Tap cell                          756          946
Timing Repair Buffer              514         4870
[logic make-up after synthesis]
group / Yosys count / synth area share (%)
AOI/OAI and AO/OA: 1357 / 38.7
and+or+nand+nor: 1343 / 28.7
buffers and inverters: 455 / 8.11
muxes: 186 / 8.50
adders and majority gates: 170 / 9.29
xor gates and xnor gates: 162 / 6.11
DFF: 4 / 0.517
other: 1 / 0.0162
[critical path, stage by stage]
cell and delay (ns):
clkdlybuf4s50_1 0.45, buf_4 0.38, nor2b_2 0.71, buf_4 0.39, nand2_1 0.08, o21ai_1 0.24, ha_1 0.63, nor4_2 0.67
nand4_1 0.15, a211oi_1 0.74, nor3_1 0.20, xnor2_1 0.44, nand2_1 0.12, or4_1 0.73, or3_1 0.43, nand3_1 0.08
nand4_1 0.40, nor4_1 0.50, or4b_4 0.54, nor4_4 0.37, a2111oi_0 0.16, a221oi_1 0.31, nand3_1 0.13, clkdlybuf4s50_1 0.44
[metal layers]
layer | vias to the layer above | wire (um) | track usage, %
li1 | 14300 | - | -
met1 | 14200 | 51300 | 57.5
met2 | 1939 | 51700 | 59.7
met3 | 285 | 14200 | 8.50
met4 | 0 | 5090 | 13.3
met5 | - | 0 | 0
[Yosys cell counts (14+ instances only)]
master / count
clkbuf_1: 208
mux2i_1: 141
a31oi_1: 60
nand2b_1: 46
and2_1: 29
a22oi_1: 54
mux2_2: 40
or2_2: 24
o21ai_0: 308
buf_4: 35
or4_1: 21
a21oi_1: 292
a221oi_1: 61
nor3_1: 113
inv_1: 143
a21o_1: 47
nand3_1: 76
o22ai_1: 48
o21a_1: 25
buf_1: 35
nand2_1: 415
xor2_1: 30
a211oi_1: 74
nor2b_1: 56
nor4_1: 47
nor2_1: 315
and3_1: 31
xnor2_1: 132
o221ai_1: 40
or3_1: 35
o21ai_1: 30
o211ai_1: 51
nand4_1: 37
nor3b_1: 17
a311oi_1: 14
ha_1: 166
o31ai_1: 31
o21bai_1: 20
a2111oi_0: 18
buf_2: 23
nand3b_1: 14
No activity file was given, so power comes from the tool's default toggle rates.
