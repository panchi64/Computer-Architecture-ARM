<file path="design.v">
module data_memory (
    output reg [31:0] DO,  
    input wire [31:0] DI,  
    input wire [7:0] A,  
    input wire Size,  
    input wire RW,  
    input wire E  
);
    reg [7:0] mem [0:255];       
    integer i, file, status;
    reg [7:0] byte_temp;
    initial begin
        for (i = 0; i < 256; i = i + 1) begin
            mem[i] = 8'h0;
        end
        $readmemb("validation_code.txt", mem);
    end
    always @(*) begin
        if (RW == 0) begin
            case (Size)
                0: DO = {24'b0, mem[A]};
                1: DO = {mem[A], mem[A+1], mem[A+2], mem[A+3]};
            endcase
        end
        if (RW == 1 && E == 1) begin
            DO = DI;
            case (Size)
                0: mem[A] = DI[7:0];
                1: begin
                    mem[A] = DI[31:24];     
                    mem[A+1] = DI[23:16];
                    mem[A+2] = DI[15:8];
                    mem[A+3] = DI[7:0];
                end
            endcase
        end
    end
endmodule
module mem_stage (
    input wire clk,
    input wire reset,
    input wire E,               
    input wire RW,              
    input wire Size,            
    input wire mem_to_reg,      
    input wire [31:0] AD,       
    input wire [31:0] IN,       
    output wire [31:0] Out      
);
    wire [31:0] mem_out;
    data_memory dmem (
        .DO(mem_out),           
        .DI(IN),               
        .A(AD[7:0]),          
        .Size(Size),          
        .RW(RW),              
        .E(E)                 
    );
    assign Out = mem_to_reg ? mem_out : AD;
endmodule
</file>
<file path="constraint.sdc">
current_design mem_stage

set clk_period 5.7
set clk_io_pct 0.2

create_clock -name clk0 -period $clk_period

set non_clock_inputs [all_inputs -no_clocks]
set_input_delay [expr $clk_period * $clk_io_pct] -clock clk0 $non_clock_inputs
set_output_delay [expr $clk_period * $clk_io_pct] -clock clk0 [all_outputs]
</file>
<file path="validation_code.txt">
11100010 00010001 00000000 00000000
11100000 10000000 01010001 10000011
11100111 11010001 00100000 00000000
11100101 10001010 01010000 00000000
00011010 11111111 11111111 11111101
11011011 00000000 00000000 00001001
11100010 00000001 00000000 00000000
11100000 10000000 01010001 10000011
11100111 11010001 00100000 00000000
11100101 10001010 01010000 00000000
00011010 11111111 11111111 11111101
00000000 00000000 00000000 00000000
00000000 00000000 00000000 00000000
</file>
<file path="config.mk">
export PLATFORM = sky130hd
export DESIGN_NAME = mem_stage
export DESIGN_NICKNAME = mem_stage
export VERILOG_FILES = /design/flow/design.v
export SDC_FILE = /design/flow/constraint.sdc
export NUM_CORES = 4
export LEC_CHECK = 1
export CORE_UTILIZATION = 30
export SYNTH_HDL_FRONTEND = slang
</file>
<file path="run.sh">
#!/bin/bash
# OpenROAD 26Q1-2900-gdf79404cd8, Yosys 0.63+post, stock flow scripts
make -C /OpenROAD-flow-scripts/flow DESIGN_CONFIG=/design/flow/config.mk WORK_HOME=/design/flow/orfs finish
</file>
==> metrics.cfg <==
[run]
cap_violations = 0
warning_count = 73

[layout]
area_delta_synth_final_pct = 5.44
drive_gt1_share_pct = 18.8
final_area_um2 = 185000
final_core_util_pct = 31.8

[worst_setup_path]
slowest_delay_ns = 0.51
slowest_stage = clkdlybuf4s50_1
cp_top_family = buffers and inverters
cp-start-kind = input port
crit_path_max_fanout = 57
critPathArrivalTime_ns = 2.83
crit_required_ns = 4.56
crit_cells = 4
crit_buf_inv = 3
worstSetupPathType = in -> out
crit_chain = buf_8 -> inv_2 -> o21ai_0 -> clkdlybuf4s50_1
endpoint_kind = primary output

[logic_synthesis]
ys_cells = 19600
synthCells = 19600
ys.warnings.count = 0
ys.flops = 2080
synth-edff-count = 0
synth_chip_area_um2 = 176000
synthDistinctLibCells = 100
ff_type = dlxtp_1
synth_area_um2 = 176000
async_reset_ff_share_pct = 0
synth_area_per_cell_um2 = 8.95

[clock_tree]
cts_setup_buffers = 0
cts_resized = 0
holdBufCountCts = 0

[route]
drtIter0Drc = 24900
via_count = 189000
firstDrtPassIters = 10
drc = 0
avgRoutedWirePerCell_um = 46.8
avgViaCountPerCell = 7.15
drt_wl_total_mm = 1230
final_antenna_net_count = 0

[global_route]
grt_max_degree = 116
grtUsageTotal_pct = 41.8
antenna_found_initial = 222
grt_pass1_vias = 169000
globalRoute.totalOverflow = 0
grt_pass1_wl_mm = 1620

[min_path]
min_path_cells = 3
min_from = AD[5]
hp-class = in -> out
whs_endpoint = Out[5]

[floorplan]
core_area_um2 = 582000
die_w_um = 767
die_h_um = 767
io_pins = 102
rows = 280
die-area_um2 = 589000
fp_util_pct = 30.2

[final_timing]
worstMarginPinSlew_ns = 1.36
clock.fmax_mhz = 252
finalCritPeriodShare_pct = 69.6
unconstrained_endpoints = 2080
final_hold_viol_count = 0
finalMaxSlewViolations = 0
timing.hold.ws_ns = 2.98
rsz0062_at_grt = no
maxSlewHeadroom_pct = 8.58
period_minus_slack_ns = 3.97
unclocked_pins = 2080
tns_ns = 0
setup_viol = 0

[status]
status = finished clean

[placed_design]
hpwl_mm = 859
gp_congestion = 1.12
dpl_cell_area_um2 = 184000
portBuffers = 100

[power_and_ir_drop]
p_sw_share_pct = 67.9
power.switching_mw = 10.0
p_per_area_nw_per_um2 = 79.8
total_power_mw = 14.8
p_leak_nw = 85.9
p_int_mw = 4.75
ir_drop_mv = 0.109

## stage by stage
step | std cells | worst slack, ns
6_report | 26400 | 1.73
5_1_grt | 26200 | 1.74
2_1_floorplan | 19600 | 2.00
3_5_place_dp | 26000 | 1.82
4_1_cts | 26000 | 1.83
3_3_place_gp | 26000 | 1.81
## cells in the mapped netlist, types with 216 or more instances
cell type	count	area (um2)
nand3_1	241	1210
a211oi_1	2108	15800
nand2_1	1177	4420
a22oi_1	364	2730
nor2_1	2482	9320
o211ai_1	216	1620
mux2i_1	2758	27600
o22ai_1	238	1490
clkbuf_1	1587	5960
a21o_1	2059	15500
dlxtp_1	2080	31200
o21ai_1	220	1100
mux4_2	1873	42200
buf_2	622	3110
## cell usage in the layout, fill, tap and decap left out, types with 19 or more instances in the layout
cell type / n
nor2_1: 2433
mux4_2: 1873
nor4_1: 40
and3_1: 55
buf_8: 34
a31oi_1: 55
nand2_4: 21
a211oi_1: 2098
o221ai_1: 92
o21ai_1: 217
o21ai_2: 57
a21o_1: 2059
nor2_4: 57
dlxtp_1: 2080
buf_4: 1056
a22oi_1: 364
nand3_2: 23
nor2_8: 42
a22o_1: 40
nor3_2: 26
nand3_1: 234
nor2_2: 23
mux2_2: 57
nand2_1: 1159
clkdlybuf4s50_1: 58
nor3_1: 65
mux2i_1: 2758
o21ai_0: 112
a32oi_1: 25
diode_2: 392
nand4_1: 50
o211ai_1: 216
o22ai_1: 238
a311oi_1: 19
a21oi_1: 122
## worst max path at each step
stage      from     end  slack, ns
6_report  AD[1]  Out[1]       1.73
5_1_grt   AD[1]  Out[1]       1.74
4_1_cts   AD[1]  Out[1]       1.83
## metal layers
| metal | global-route usage [%] | vias to the layer above | wire length, um |
|---|---|---|---|
| met4 | 33.1 | 172 | 122000 |
| met3 | 30.1 | 4618 | 225000 |
| li1 | - | 73300 | - |
| met5 | 8.04 | - | 5020 |
| met1 | 46.5 | 93100 | 409000 |
| met2 | 52.8 | 17400 | 472000 |
## cells by family after synthesis
| group | after synthesis | share of synthesized area [%] |
|---|---|---|
| and+or+nand+nor | 4378 | 10.7 |
| xor gates and xnor gates | 19 | 0.137 |
| AOI/OAI and AO/OA | 5877 | 24.5 |
| latches | 2080 | 17.8 |
| buffers and inverters | 2564 | 6.70 |
| muxes | 4690 | 40.1 |
| adders and majority gates | 9 | 0.0641 |
## state kept, by name, indices dropped and copies added (netlist names)
register  flops
dmem.DO      32
dmem.mem   2048
## layout make-up
type / instances / area [um2]
Inverter: 5 / 23.8
Antenna cell: 392 / 981
Multi-Input combinational cell: 15000 / 134000
Tap cell: 7755 / 9700
Fill cell: 60100 / 397000
Timing Repair Buffer: 1173 / 9440
Sequential cell: 2080 / 31200
